$ cat ./run.sh
#!/bin/bash
# OpenROAD 26Q1-2900-gdf79404cd8, Yosys 0.63+post, stock flow scripts
make -C /OpenROAD-flow-scripts/flow DESIGN_CONFIG=/design/flow/config.mk WORK_HOME=/design/flow/orfs finish
$ cat ./constraint.sdc
current_design mu0

set clk_period 6.0
set clk_io_pct 0.2

create_clock -name clk0 -period $clk_period [get_ports {clk}]

set non_clock_inputs [all_inputs -no_clocks]
set_input_delay [expr $clk_period * $clk_io_pct] -clock clk0 $non_clock_inputs
set_output_delay [expr $clk_period * $clk_io_pct] -clock clk0 [all_outputs]
$ cat ./design.v
module fsm(
    input reset,
    input clk,
    input accz,
    input acc15,
    input [3:0] opcode,
    output asel, bsel, accce, pcce, irce, accoe, memrq, rnw,
    output [1:0] alufs
    );
    reg exft;
    reg [10:0] outs;
    always @(opcode or reset or exft or accz or acc15) begin
        if (reset) outs = {1'b0, 1'b0, 1'b1, 1'b1, 1'b1, 1'b0, 2'bxx, 1'b1, 1'b1, 1'b0};
        else begin
            case(opcode)
            4'b0000: begin
                if(!exft) outs = {1'b1, 1'b1, 1'b1, 1'b0, 1'b0, 1'b0, 2'b00, 1'b1, 1'b1, 1'b1};
                else outs = {1'b0, 1'b0, 1'b0, 1'b1, 1'b1, 1'b0, 2'b01, 1'b1, 1'b1, 1'b0}; end
            4'b0001: begin
                if(!exft) outs = {1'b1, 1'bx, 1'b0, 1'b0, 1'b0, 1'b1, 2'bxx, 1'b1, 1'b0, 1'b1};
                else outs = {1'b0, 1'b0, 1'b0, 1'b1, 1'b1, 1'b0, 2'b01, 1'b1, 1'b1, 1'b0}; end
            4'b0010: begin
                if(!exft) outs = {1'b1, 1'b1, 1'b1, 1'b0, 1'b0, 1'b0, 2'b10, 1'b1, 1'b1, 1'b1};
                else outs = {1'b0, 1'b0, 1'b0, 1'b1, 1'b1, 1'b0, 2'b01, 1'b1, 1'b1, 1'b0}; end
            4'b0011: begin
                if(!exft) outs = {1'b1, 1'b1, 1'b1, 1'b0, 1'b0, 1'b0, 2'b11, 1'b1, 1'b1, 1'b1};
                else outs = {1'b0, 1'b0, 1'b0, 1'b1, 1'b1, 1'b0, 2'b01, 1'b1, 1'b1, 1'b0}; end
            4'b0100: outs = {1'b1, 1'b0, 1'b0, 1'b1, 1'b1, 1'b0, 2'b01, 1'b1, 1'b1, 1'b0};
            4'b0101: begin
                if(!acc15) outs = {1'b1, 1'b0, 1'b0, 1'b1, 1'b1, 1'b0, 2'b01, 1'b1, 1'b1, 1'b0};
                else outs = {1'b0, 1'b0, 1'b0, 1'b1, 1'b1, 1'b0, 2'b01, 1'b1, 1'b1, 1'b0}; end
            4'b0110: begin
                if(!accz) outs = {1'b1, 1'b0, 1'b0, 1'b1, 1'b1, 1'b0, 2'b01, 1'b1, 1'b1, 1'b0};
                else outs = {1'b0, 1'b0, 1'b0, 1'b1, 1'b1, 1'b0, 2'b01, 1'b1, 1'b1, 1'b0}; end
            4'b0111: outs = {1'b1, 1'bx, 1'b0, 1'b0, 1'b0, 1'b0, 2'bxx, 1'b0, 1'b1, 1'b0};
            default: outs = {1'bx, 1'bx, 1'bx, 1'bx, 1'bx, 1'bx, 2'bxx, 1'bx, 1'bx, 1'bx};
            endcase
        end  
    end  
    assign asel = outs[10];
    assign bsel = outs[9];
    assign accce = outs[8];
    assign pcce = outs[7];
    assign irce = outs[6];
    assign accoe = outs[5];
    assign alufs = outs[4:3];
    assign memrq = outs[2];
    assign rnw = outs[1];
    assign nextexft = outs[0];
    always @(negedge clk or posedge reset) begin
        if(reset) exft <= 1'b1;
        else exft <= nextexft;
    end
endmodule
module sync_rst(
    input reset,
    input clk,
    output sreset
);
    reg sreset, sreset1;
    always @(negedge clk) begin
        {sreset, sreset1} <= {sreset1 , reset};
    end
endmodule
module acc_reg(
    clk, 
    accce,
    alu,
    acc,
    acc15,
    accz
    );
    input clk, accce;
    input [15:0] alu;
    output acc15, accz;
    output [15:0] acc;
    reg [15:0] acc;
    assign acc15 = acc[15];
    assign accz = (acc == 16'h0);
    always @(negedge clk) begin
        if(accce) acc <= alu[15:0];
    end
endmodule
module alu16(
    reset,
    a,
    b,
    alufs,
    alu
    );
    input reset;
    input [1:0] alufs;
    output [15:0] alu;
    input [15:0] a, b;
    wire [14:0] c;
    wire aen,binv,c0;
    assign aen = alufs[1];
    assign binv = (alufs[1:0] == 2'b11);
    assign c0 = alufs[0];
    alu1bit b00(.reset(reset), .a(a[0]), .b(b[0]), .aen(aen), .binv(binv), .cin(c0), .cout(c[0]),.sum(alu[0]) );        
    alu1bit b01(.reset(reset), .a(a[1]), .b(b[1]), .aen(aen), .binv(binv), .cin(c[0]), .cout(c[1]),.sum(alu[1]) );        
    alu1bit b02(.reset(reset), .a(a[2]), .b(b[2]), .aen(aen), .binv(binv), .cin(c[1]), .cout(c[2]),.sum(alu[2]) );        
    alu1bit b03(.reset(reset), .a(a[3]), .b(b[3]), .aen(aen), .binv(binv), .cin(c[2]), .cout(c[3]),.sum(alu[3]) );
    alu1bit b04(.reset(reset), .a(a[4]), .b(b[4]), .aen(aen), .binv(binv), .cin(c[3]), .cout(c[4]),.sum(alu[4]) );     
    alu1bit b05(.reset(reset), .a(a[5]), .b(b[5]), .aen(aen), .binv(binv), .cin(c[4]), .cout(c[5]),.sum(alu[5]) );        
    alu1bit b06(.reset(reset), .a(a[6]), .b(b[6]), .aen(aen), .binv(binv), .cin(c[5]), .cout(c[6]),.sum(alu[6]) );        
    alu1bit b07(.reset(reset), .a(a[7]), .b(b[7]), .aen(aen), .binv(binv), .cin(c[6]), .cout(c[7]),.sum(alu[7]) );
    alu1bit b08(.reset(reset), .a(a[8]), .b(b[8]), .aen(aen), .binv(binv), .cin(c[7]), .cout(c[8]),.sum(alu[8]) );        
    alu1bit b09(.reset(reset), .a(a[9]), .b(b[9]), .aen(aen), .binv(binv), .cin(c[8]), .cout(c[9]),.sum(alu[9]) );        
    alu1bit b10(.reset(reset), .a(a[10]), .b(b[10]), .aen(aen), .binv(binv), .cin(c[9]), .cout(c[10]),.sum(alu[10]) );        
    alu1bit b11(.reset(reset), .a(a[11]), .b(b[11]), .aen(aen), .binv(binv), .cin(c[10]), .cout(c[11]),.sum(alu[11]) );
    alu1bit b12(.reset(reset), .a(a[12]), .b(b[12]), .aen(aen), .binv(binv), .cin(c[11]), .cout(c[12]),.sum(alu[12]) );        
    alu1bit b13(.reset(reset), .a(a[13]), .b(b[13]), .aen(aen), .binv(binv), .cin(c[12]), .cout(c[13]),.sum(alu[13]) );        
    alu1bit b14(.reset(reset), .a(a[14]), .b(b[14]), .aen(aen), .binv(binv), .cin(c[13]), .cout(c[14]),.sum(alu[14]) );        
    alu1bit b15(.reset(reset), .a(a[15]), .b(b[15]), .aen(aen), .binv(binv), .cin(c[14]), .cout(),.sum(alu[15]) );        
endmodule
module alu1bit(
    input reset,
    input a,
    input b,
    input aen,
    input binv,
    input cin,
    output cout,
    output sum
    );
    wire x1,x2,x3,x4,x5,x6,x7,x8,x9,x10;
    assign x1 = (b & !binv) | (!b & binv);
    assign x2 = (a & aen);
    assign x3 = !(x1 & x2);
    assign x4 = !(x1 & x3);
    assign x5 = !(x2 & x3);
    assign x6 = !(x4 & x5);
    assign x7 = !(cin & x6);
    assign x8 = !(cin & x7);
    assign x9 = !(x7 & x6);
    assign x10 = !(x8 & x9);
    assign cout = !(x7 & x3);
    assign sum = (x10 & !reset); 
endmodule
module ir_reg(
    clk,
    irce, 
    data, 
    ir
    );
    input clk, irce;
    input [15:0] data;
    output [15:0] ir;
    reg [15:0] ir;
    always @(negedge clk) begin
        if(irce) ir <= data[15:0];
    end
endmodule
module mux12bit(
    input s,
    input [11:0] a,
    input [11:0] b,
    output [11:0] out
);
    assign out = s ? a:b;
endmodule
module mux16bit(
    input s,
    input [15:0] a,
    input [15:0] b,
    output [15:0] out
);
    assign out = s ? a:b;
endmodule
module pc_reg(
    clk,
    pcce, 
    alu, 
    pc
    );
    input clk,pcce;
    input [15:0] alu;
    output [15:0] pc;
    reg [15:0] pc;
    always @(negedge clk) begin
        if(pcce) pc <= alu[15:0];
    end
endmodule
module tri16bit(
    input oe,    
    input [15:0] in,
    output [15:0] out
);
    assign out = oe ? in : 16'hz;
endmodule
module mu0(
    input reset,
    input clk,
    input [15:0] data,
    output [11:0] addr,
    output memrq,
    output rnw
    );
    wire [15:0] alu, ir, pc, b, acc;
    wire [1:0] alufs;
    sync_rst sync_rst(.reset(reset), .clk(clk), .sreset(sreset));
    pc_reg pc_reg(.clk(clk), .pcce(pcce), .alu(alu), .pc(pc));
    ir_reg ir_reg(.clk(clk), .irce(irce), .data(data), .ir(ir));
    mux12bit mux12(.a(ir[11:0]), .b(pc[11:0]), .s(asel), .out(addr));
    mux16bit mux16(.a(data), .b({4'b0000,addr}), .s(bsel), .out(b));
    alu16 alu16(.reset(sreset), .a(acc), .b(b), .alufs(alufs), .alu(alu));
    acc_reg acc_reg(.clk(clk), .accce(accce), .alu(alu), .acc(acc),.acc15(acc15),.accz(accz));
    tri16bit tri16(.in(acc), .oe(accoe), .out(data));
    fsm fsm(
        .reset(sreset), 
        .clk(clk), 
        .opcode(ir[15:12]),
        .accz(accz),
        .acc15(acc15),
        .asel(asel),
        .bsel(bsel),
        .accce(accce),
        .pcce(pcce),
        .irce(irce),
        .accoe(accoe),
        .alufs(alufs),
        .memrq(memrq),
        .rnw(rnw)
    );
endmodule
$ cat ./config.mk
export PLATFORM = sky130hd
export DESIGN_NAME = mu0
export DESIGN_NICKNAME = mu0
export VERILOG_FILES = /design/flow/design.v
export SDC_FILE = /design/flow/constraint.sdc
export NUM_CORES = 4
export LEC_CHECK = 1
export CORE_UTILIZATION = 40
==> results.txt <==
Implementation progress

The register bit total from synthesis stands at ~47. The tool reported: "ERROR: Found 16 problems in 'check -assert'". The flow stopped in synthesis.

In the synthesized netlist the dominant register cell turns out to be edfxtp_1. The synthesis report lists the Yosys warning total as 16. The chip area estimate from yosys synthesis stands at 2646 um2.

Of the synthesized area, sequential elements account for 52.43%. Per the synthesis report, the number of distinct cell types is 39. After synthesis, the share of flip-flops with an asynchronous set or reset is under 10%. The flow did not finish. The number of standard cells reported by yosys stands at 216. The number of synthesized flops with an enable pin stands at 44.
kinds of logic after synthesis:
kind of cell,count (synthesis),share of synthesized area [%]
buffers and inverters,15,2.364
XOR/XNOR,15,4.965
adder cells (fa/ha/maj),15,11.35
multiplexers,5,2.364
AND/OR/NAND/NOR,98,19.95
AND-OR/OR-AND,21,6.573
flip-flops,47,52.44
synthesized netlist by cell type, types with 2 or more instances:
cell	number	area, um2
fa_1	15	300.3
nand2_1	36	135.1
xnor2_1	15	131.4
and3_1	18	112.6
nor4_1	2	12.51
nor2b_1	17	106.4
nand2b_1	2	12.51
o21ai_0	2	10.01
dfxtp_1	2	40.04
mux2_4	2	30.03
nand3_1	3	15.01
nor2_1	2	7.510
edfxtp_1	44	1321
buf_2	2	10.01
o211ai_1	10	75.07
nand4_1	10	62.56
nor3_1	2	10.01
mux2_2	2	22.52
clkbuf_1	9	33.78
inv_1	2	7.510
